--- flow/config.mk ---
export PLATFORM = sky130hd
export DESIGN_NAME = Neuron_ReLU
export DESIGN_NICKNAME = Neuron_ReLU
export VERILOG_FILES = /design/flow/design.v
export SDC_FILE = /design/flow/constraint.sdc
export NUM_CORES = 4
export LEC_CHECK = 1
export CORE_UTILIZATION = 30
--- flow/constraint.sdc ---
current_design Neuron_ReLU

set clk_period 11.9
set clk_io_pct 0.2

create_clock -name clk0 -period $clk_period [get_ports {clk}]

set non_clock_inputs [all_inputs -no_clocks]
set_input_delay [expr $clk_period * $clk_io_pct] -clock clk0 $non_clock_inputs
set_output_delay [expr $clk_period * $clk_io_pct] -clock clk0 [all_outputs]
--- flow/design.v ---
`timescale 1ns / 1ps
module Adder #(parameter BITS = 16) (
	input	[BITS-1:0]	A,
	input	[BITS-1:0]	B,
	output	[BITS-1:0]	C
);
assign C = A + B;
endmodule  
`timescale 1ns / 1ps
module Multiplier #(parameter BITS = 16) (
    input   [BITS-1:0]  A,
    input   [BITS-1:0]  B,
    output  [BITS-1:0]  AB
);
wire [(2*BITS)-1:0] mult;
wire [BITS-1:0] Ax, Bx;
assign Bx = (B[BITS-1]) ? (~B)+1 : B;
assign Ax = (B[BITS-1]) ? (~A)+1 : A;
assign mult = Ax * Bx;
assign AB = mult[(2*BITS)-(BITS/2)-1:(BITS/2)];
endmodule  
`timescale 1ns / 1ps
module Neuron_ReLU #(parameter N = 6, parameter BITS = 16) (
	input						clk,		 
	input						FP,			 
	input						BP,			 
	input	[N-1:0][BITS-1:0]	x,			 
	input	[N-1:0][BITS-1:0]	w,			 
	input	[BITS-1:0]			b,			 
	input	[BITS-1:0]			dZ_in,		 
	input	[BITS-1:0]			W_in,		 
	input	[BITS-1:0]			lr,			 
	output	[BITS-1:0]			y,			 
	output	[N:0][BITS-1:0]		W_out		 
);
reg [4:0] itr1, itr2, itr3;		 
reg INC;						 
reg [BITS-1:0] ACT, OUT, dz;
reg [N-1:0][BITS-1:0] dw;
reg [N:0][BITS-1:0] WL;
wire [BITS-1:0] val;
wire [BITS-1:0] AB1, AB2, S1, S2;	 
reg [BITS-1:0] A1, B1, A2, B2;		 
reg [BITS-1:0] R1, R2, R3, R4;		 
Multiplier M1(
	.A(A1),
	.B(B1),
	.AB(AB1)
);
Multiplier M2(
	.A(A2),
	.B(B2),
	.AB(AB2)
);
Adder AD1(
	.A(R1),
	.B(R2),
	.C(S1)
);
Adder AD2(
	.A(R3),
	.B(R4),
	.C(S2)
);
ReLU reluActFunc(
	.x(S2),
	.z(val)
);
assign W_out = WL;	 
assign y = OUT;		 
always @ (posedge clk) begin
	if ({FP,BP} == 2'b00) begin					 
		itr1 = 5'b00000;
		itr2 = 5'b00001;
		itr3 = 5'b00000;
		INC <= 1'b1;
		A1 <= x[itr1];		 
		B1 <= w[itr1];
		A2 <= x[itr2];
		B2 <= w[itr2];
		R1 <= 16'h00_00;
		R2 <= 16'h00_00;
		R3 <= 16'h00_00;
		R4 <= b;
	end
	else if ({FP,BP} == 2'b10) begin			 
		itr1 = (INC) ? itr1 + 5'b00010 : 5'b00000;
		itr2 = (INC) ? itr1 + 1 : 0;
		INC = (itr1 == N) ? 1'b0 : INC;
		A1 <= INC ? x[itr1] : 0;		 
		B1 <= INC ? w[itr1] : 0;
		A2 <= INC ? x[itr2] : 0;
		B2 <= INC ? w[itr2] : 0;
		R1 <= AB1;						 
		R2 <= AB2;
		R3 <= S1;
		R4 <= S2;
		ACT <= S2;		 
		OUT <= val;		 
	end
	else if ({FP,BP} == 2'b01) begin			 
		dz = (itr1 == 5'b00000) ? ((ACT[15]) ? 0 : AB2) : dz;
		itr1 <= itr1 + 5'b00001;
		itr2 <= itr1;
		itr3 <= itr2;
		A1 <= dz;			 
		B1 <= lr;
		A2 <= dz;			 
		B2 <= x[itr1];
		R1 <= WL[itr2];		 
		R2 <= AB1;
		WL[itr3] <= S1;		 
	end
	else if ({FP,BP} == 2'b11) begin			 
		itr1 <= 5'b00000;
		itr2 <= 5'b00000;
		itr3 <= 5'b00000;
		INC <= 1'b1;
		A1 <= 16'h00_00;
		B1 <= 16'h00_00;
		A2 <= W_in;			 
		B2 <= dZ_in;
		R1 <= 16'h00_00;
		R2 <= 16'h00_00;
		R3 <= 16'h00_00;
		R4 <= 16'h00_00;
		WL <= {w, b};
	end
end
endmodule  
`timescale 1ns / 1ps
module ReLU #(parameter BITS = 16) (
	input	[BITS-1:0]	x,
	output	[BITS-1:0]	z
);
assign z = x[BITS-1] ? 0 : x;
endmodule  
--- flow/run.sh ---
#!/bin/bash
# OpenROAD 26Q1-2900-gdf79404cd8, Yosys 0.63+post, stock flow scripts
make -C /OpenROAD-flow-scripts/flow DESIGN_CONFIG=/design/flow/config.mk WORK_HOME=/design/flow/orfs finish
==> results.py <==
# Generated from Yosys and OpenROAD reports
metrics = {
    "clocking": {
        "post-cts-setup-buffers": 0,
        "htree_levels": 2,
        "cts.repair.resized": 0,
        "cts-root-buf": "clkbuf_16",
        "path_clk_slew_ns": 0.06,
        "hold_buffers": 0,
        "cts_tree": "yes",
        "cts.sinks": 288,
        "cts_made_buffers": 39,
        "insertion_delay_ns": 0.61,
        "cts.path.max_buffers": 3,
    },
    "placed_design": {
        "post_dp_cell_area_sq_um": 40500,
        "portBuffers": 385,
        "dp.cells": 5737,
        "dp_hpwl_mm": 123,
        "place.gp.congestion": 0.993,
    },
    "logic_synthesis": {
        "netlist_area_sq_um": 34200,
        "synth_cell_type_count": 90,
        "top_cell_area_share_pct": 19.7,
        "edf_count": 224,
        "synthArstFlopShare_pct": 0,
        "netlist_instances": 3871,
        "synth_seq_share_pct": 23.4,
        "ys_area_sq_um": 34200,
        "ys_cells": 3871,
        "top_area_cell": "edfxtp_1",
        "avgSynthCellArea_sq_um": 8.83,
        "area_leaders": "edfxtp_1 20%, fa_1 20%, nand2_1 6.7%",
        "synth.most_common_cell": "nand2_1",
        "yosys-top-cells-count": "606 x nand2_1, 477 x inv_1, 359 x nor2_1",
        "ys_warn_count": 1,
        "ff_type": "edfxtp_1",
        "ys.flops": 288,
    },
    "detailed_routing": {
        "drt_first_pass_iters": 6,
        "drt-wirelength-per-cell_microns": 26.6,
        "ant_nets": 0,
        "via_per_inst": 5.33,
        "drc": 0,
        "drt_iter0_drc": 2069,
        "drt-total-wl_mm": 154,
        "vias": 31000,
    },
    "timing": {
        "hold_viol_final": 0,
        "skew_ns": 0.0679,
        "slew_violations": 0,
        "setup_violations": 0,
        "fmax_mhz": 111,
        "worst_pin_slew_ns": 1.08,
        "relSlewSlack_pct": 27.4,
        "setup-tns-final_ns": 0,
        "fin_crit_ns": 9.02,
        "rsz0062_at_grt": "no",
        "post-route-period-util_pct": 75.8,
    },
    "floorplan": {
        "rows": 123,
        "die_area_sq_um": 115000,
        "core_sq_um": 113000,
        "dieHeight_microns": 339,
        "die_w_microns": 339,
        "fp-utilization_pct": 30.3,
        "num_io_pins": 387,
    },
    "critical_path": {
        "reg2reg_depth": 26,
        "crit_path_end_kind": "register",
        "required_ns": 12.38,
        "path_class": "register to register",
        "arrival_ns": 9.51,
        "critPathLaunch": "A2[0]$_DFFE_PP_",
        "cp_max_fo": 10,
        "cp-start-kind": "register",
        "reg2reg_to": "A1[14]$_DFFE_PP_",
        "ff2ff_setup_slack_ns": 2.88,
        "r2r-start": "A2[0]$_DFFE_PP_",
    },
    "global_route": {
        "overflow": 0,
        "grt_max_degree": 69,
        "met1_usage_pct": 35.3,
        "top_usage_layer": "met2",
        "grt_util_met2_pct": 40.9,
        "antenna_found_initial": 21,
        "grtUsageMet3_pct": 15.7,
        "grt_pass1_wl_mm": 223,
        "grt_pass1_vias": 31400,
        "track_usage_pct": 28.0,
    },
    "worst_hold_path": {
        "worstHoldStart": "R3[15]$_SDFFE_PP0P_",
        "min_to": "R3[15]$_SDFFE_PP0P_",
        "hold_path.class": "register to register",
        "min_path_cells": 2,
    },
    "job": {
        "drv_cap": 0,
        "warnings": 27,
    },
    "layout": {
        "fin_cells": 5808,
        "drive_above_1_share_pct": 7.82,
        "area_delta_synth_final_pct": 22.3,
        "final_area_sq_um": 41800,
    },
    "outcome": {
        "status": "complete, no violations",
    },
}
## registers in the layout (all words and copies together) (netlist names)
signal  flops
R1         16
B2         16
B1         16
R3         16
R4         16
R2         16
itr1        5
WL        112
dz         16
ACT         1
A1         16
INC         1
OUT        15
itr3        5
A2         16
itr2        5
## logic make-up after synthesis
family,synth area share (%)
flip-flops,23.4
buffers and inverters,7.85
XOR/XNOR,4.49
adder cells (fa/ha/maj),26.0
AND/OR/NAND/NOR,15.5
AND-OR/OR-AND,14.8
other,0.0220
multiplexers,7.84
## cells in the final DEF (no fill, tap or decap), types with 61 or more instances in the layout
cell / instances
mux2i_1: 144
buf_4: 147
o22ai_1: 61
fa_1: 336
xnor2_1: 101
edfxtp_1: 224
ha_1: 173
nor2_1: 356
o21ai_0: 159
inv_1: 476
clkdlybuf4s50_1: 383
and2_1: 65
nand2_1: 601
conb_1: 65
a21oi_1: 167
dfxtp_1: 61
## routing by layer
metal / wire, microns / part of all wire [%]
met5: 330 / 0.21
met4: 6880 / 4.5
met3: 23300 / 15
met2: 67500 / 44
met1: 56500 / 37
## through the flow
step                utilization (%)  setup slack [ns]  hold slack [ns]
finish                         37.1              2.88            0.485
global route                   37.1              2.26            0.508
CTS                            37.1              2.83            0.485
detailed placement             36.0              2.92            0.469
global placement               36.0              2.99            0.467
floorplan                         -              3.93            0.444
## critical path, stage by stage (launching register included)
cell and delay [ns]:
edfxtp_1 0.56, inv_2 0.27, ha_1 0.22, or3b_2 0.54, nor4_1 0.39, nand2b_1 0.25, xnor2_1 0.25, nand2_1 0.15
fa_1 0.54, fa_1 0.59, fa_1 0.46, fa_1 0.54, inv_1 0.05, fa_1 0.50, inv_1 0.06, fa_1 0.50
inv_1 0.05, ha_1 0.38, a2111o_1 0.47, nor3b_1 0.20, a2bb2oi_1 0.18, a31o_2 0.33, a211oi_1 0.34, o21bai_1 0.12
xnor2_1 0.20, o311ai_0 0.49, o211a_1 0.25
## area by class of cell
cell class              count  area (sq um)
multi-input cells        2935         23900
well taps                1500          1880
fillers                 11400         70900
inverters                 483          1820
diodes                      1          2.50
clock inverters            20           228
flip-flops and latches    288          8010
clock buffers              50          1030
repair buffers            531          4950
## worst max path at each step
stage / end / cells after the start
6_report: A1[14]$_DFFE_PP_ / 26
5_1_grt: A1[14]$_DFFE_PP_ / 26
4_1_cts: A1[14]$_DFFE_PP_ / 26
