`flow/design.v`:
```
`timescale 1ns / 1ps
module Control #(parameter BITS = 16) (
	input				clk,
	input	[BITS-1:0]	TRAIN,
	input	[BITS-1:0]	VALID,
	input	[BITS-1:0]	EPOCH,
	input	[BITS-1:0]	Error,
	input				S_Train,
	input				S_Error,
	input				Start,
	output				TR,
	output				VL,
	output				SAVE,
	output				END
);
reg NT, NV, SW, RST, FIN;
reg [BITS-1:0] E_Epoch, E_Min;
reg [BITS-1:0] countTR, countVL, countEP;
wire T_FL, V_FL, E_FL;
assign T_FL = (countTR == TRAIN);
assign V_FL = (countVL == VALID);
assign E_FL = (countEP == EPOCH);
assign TR = NT;
assign VL = NV;
assign SAVE = SW;
assign END = FIN;
initial begin
	NT <= 1'b0;
	NV <= 1'b0;
	SW <= 1'b0;
	E_Epoch <= 0;
	E_Min <= 16'h7F_FF;
	countTR <= 0;
	countVL <= 0;
	countEP <= 0;
	FIN <= 0;
end
always @ (posedge clk) begin
	if (Start | RST) begin
		NT <= 1'b1;
		NV <= 1'b0;
		SW <= 1'b0;
		countTR <= 1;
		countVL <= 0;
		E_Epoch <= 0;
		RST <= 1'b0;
		FIN <= 0;
	end
	else if (S_Train & ~T_FL) begin
		countTR <= countTR + 1;
		NT <= 1'b1;
		NV <= 1'b0;
		SW <= 1'b0;
	end
	else if (NT) begin
		NT <= 1'b0;
	end
	else if (T_FL & (S_Train | S_Error & ~V_FL)) begin
		countVL <= countVL + 1;
		NV <= 1'b1;
		NT <= 1'b0;
		SW <= 1'b0;
		if (S_Error) begin
			E_Epoch <= E_Epoch + Error;
		end
	end
	else if (NV) begin
		NV <= 1'b0;
	end
	else if (T_FL & V_FL & S_Error & ~E_FL) begin
		countEP <= countEP + 1;
		NT <= 0;
		NV <= 0;
		if (E_Epoch < E_Min) begin
			E_Min <= E_Epoch;
			SW <= 1'b1;
		end
		RST <= 1'b1;
		countTR <= 0;
		countVL <= 0;
	end
	if (E_FL) begin
		FIN <= 1'b1;
		countTR <= 0;
		countVL <= 0;
		countEP <= 0;
		NT <= 1'b0;
		NV <= 1'b0;
		SW <= 1'b0;
	end
end
endmodule
```
`flow/run.sh`:
```
#!/bin/bash
# OpenROAD 26Q1-2900-gdf79404cd8, Yosys 0.63+post, stock flow scripts
make -C /OpenROAD-flow-scripts/flow DESIGN_CONFIG=/design/flow/config.mk WORK_HOME=/design/flow/orfs finish
```
`flow/config.mk`:
```
export PLATFORM = sky130hd
export DESIGN_NAME = Control
export DESIGN_NICKNAME = Control
export VERILOG_FILES = /design/flow/design.v
export SDC_FILE = /design/flow/constraint.sdc
export NUM_CORES = 4
export LEC_CHECK = 1
export CORE_UTILIZATION = 30
```
`flow/constraint.sdc`:
```
current_design Control

set clk_period 5.9
set clk_io_pct 0.2

create_clock -name clk0 -period $clk_period [get_ports {clk}]

set non_clock_inputs [all_inputs -no_clocks]
set_input_delay [expr $clk_period * $clk_io_pct] -clock clk0 $non_clock_inputs
set_output_delay [expr $clk_period * $clk_io_pct] -clock clk0 [all_outputs]
```
==> Implementation_results.wiki <==
=== Physical design figures ===
{| class="wikitable"
! Metric !! Value
|-
| Result of the run || finished clean
|-
| Post-synthesis average cell area || around 8.5 um^2
|-
| CTS Hold Bufs || 0
|-
| Worst-case clock buffer depth || 2
|-
| Number of iterations in the first detailed-routing pass || 5
|-
| RSZ-0062 raised after global routing || no
|-
| Power density cells || 193 nW/um^2
|-
| Data required, critical path || 6170 ps
|-
| Area leader, netlist || dfxtp_1
|-
| Slowest cell on crit path || nor4_4
|-
| Worst-case setup margin in the final layout || roughly 2100 ps
|-
| Worst path arrival time || a little over 4000 ps
|-
| Nature of the critical path endpoint || flop
|-
| Area of the placeable core || 16600 um^2
|-
| Commonest cells in the synthesized netlist || dfxtp_1 (69), a21oi_1 (56), nand2_1 (54)
|-
| Initial antenna violation count || 0
|-
| Max-slew violations || 0
|-
| Input/output buffers || about 70
|-
| Standby leakage power || around 2.6 nW
|-
| Count of inserted antenna diode cells || 0
|-
| Delay of the slowest cell on the worst path || between 600 and 700 ps
|-
| DR DRC count || 0
|-
| Chip height || around 130 um
|-
| Wire length of the first global-routing pass || 19600 um
|-
| Share of the synthesized area in the top cell type || between 20 and 30%
|-
| Post-route ant nets || 0
|-
| Sum Neg Setup Slack || 0 ps
|-
| Final setup violation count || 0
|-
| Biggest area contributors in the synthesized netlist || dfxtp_1 (27%), edfxtp_1 (9.3%), ha_1 (8.0%), xor2_1 (6.0%), a21oi_1 (5.4%)
|-
| Site row count || about 47
|-
| H-tree lvl count || 3
|-
| Tool Warnings || 25
|-
| Count of boundary I/O pins || slightly above 70
|-
| Placed wire-length estimate || ~8500 um
|-
| Number of flops mapped to enable cells by yosys || 16
|-
| Post-CTS setup buffers || 0
|-
| Part of the power in registers || between 40% and 50%
|-
| Actual transition at the worst max-transition pin || approximately 820 ps
|-
| Fraction of the yosys area taken by sequential cells || ~36%
|-
| Peak ir drop on the vdd network || approximately 0.14 mV
|-
| Ys cells || between 600 and 700
|-
| Critical Path Fanout Max || 12
|-
| Clock-pin slew on the worst setup and hold paths || around 60 ps
|-
| Registers, synthesis || 85
|-
| Weighted congestion reported at the end of routability-driven placement || around 0.86
|-
| Startpoint kind of the worst setup timing path || input pin
|-
| Number of global-route vias before repair || roughly 4.0k
|-
| Post-synthesis cell type with the largest instance count || dfxtp_1
|-
| Most frequently used flop master after synthesis || dfxtp_1
|-
| CP dominant cell by count || nand4_1
|-
| # clock sinks || about 85
|-
| Critical-path cell list || clkdlybuf4s50_1 -> xor2_1 -> nor4_1 -> nand4_1 -> nor4_4 -> nand4_1 -> or3_1 -> a21oi_1
|-
| Die outline area || 17700 um^2
|-
| Layout filler cell count || approximately 1.7k
|-
| Latest clock arrival within the worst-skew pair || between 300 and 400 ps
|-
| Share of post-route cells with drive strength above 1 || 5.29%
|-
| Final Skew || a little under 5 ps
|-
| Maximum clock frequency || 262 MHz
|-
| Unique masters post-synth || roughly 56
|-
| Pin count of the biggest net entering global routing || 22
|-
| Combined area of the multi-input logic cells || a little over 3000 um^2
|-
| Average vias per placed instance || ~4.9
|-
| Proportion of power drawn by the clock network || 43.3%
|-
| Fraction of power spent switching nets || 23.5%
|-
| Layout Area Growth over Synthesis || 24.0%
|-
| Combinational cell fraction of total power || 8.4%
|-
| Die boundary width || 133 um
|-
| Yosys-reported design area after synthesis || 5140 um^2
|-
| Clock period minus final worst setup slack || ~3800 ps
|-
| Total detailed-routing wirelength || 11600 um
|-
| Tot GR Track Use || approximately 14%
|-
| Kind of cell adding the most delay to the critical path || simple AND/OR/NAND/NOR gates
|-
| Max-cap viol count || 0
|-
| Final hold vios || 0
|-
| Worst hold path class || reg2reg
|-
| Area used by sequential logic in the layout || roughly 1900 um^2
|-
| Async set-or-reset flop fraction in the synthesized netlist || 0%
|-
| Fin crit share || 64.7%
|-
| Max transition margin || 45.0%
|-
| Number of instances in the synthesized netlist || roughly 600
|-
| Worst Path Class, Setup || in2reg
|-
| Avg WL per Cell || 12.9 um
|-
| Routed vias || 4395
|-
| Post_cts resized || 0
|-
| Root buffer cell || clkbuf_16
|-
| Total clock buffers created by CTS || 9
|-
| Critical path buffers and inverters || 1
|-
| CTS tree || done
|-
| Starting DRC count in detailed routing || 261
|-
| Overflow left after global routing || 0
|-
| Core Util at FP || 30.9%
|-
| Number of warnings printed during yosys synthesis || 1
|-
| Net switching power figure || between 200 and 300 uW
|-
| Internal Pwr Total || around 940 uW
|-
| Worst setup slack before clock tree synthesis || approximately 1700 ps
|-
| Syn Std Cell Area || 5140 um^2
|}
layer usage:
layer	track usage (%)	share of wire [%]
met1	21.2	50
met2	21.5	45
met3	2.46	4.8
met4	1.09	0.70
met5	0	0
logic make-up (layout without fill, tap and decap cells):
| logic type | Yosys count | count (layout) | share of synthesized area, % |
|---|---|---|---|
| XOR/XNOR | 62 | 62 | 10.7 |
| multiplexers | 7 | 7 | 1.39 |
| AND-OR/OR-AND | 150 | 150 | 17.5 |
| flip-flops | 85 | 85 | 36.2 |
| adder cells (fa/ha/maj) | 34 | 34 | 8.42 |
| buffers and inverters | 50 | 123 | 3.92 |
| AND/OR/NAND/NOR | 219 | 219 | 21.8 |
placed cells by master, fill, tap and decap left out, drive strengths merged, types with 8 or more instances in the layout:
master,instances
a21o,8
a21oi,56
a31oi,11
and2,10
clkbuf,9
clkdlybuf4s50,71
dfxtp,69
edfxtp,16
ha,33
inv,34
nand2,54
nand3,19
nand3b,9
nand4,14
nor2,49
nor3,16
nor4,13
o21ai,38
or3,13
xnor2,26
xor2,36
cell type report:
cell class / instances / area share (%)
clock inverter: 7 / 0.863
tap: 220 / 4.32
timing repair buffer: 77 / 11.9
clock buffer: 9 / 3.53
sequential: 85 / 29.2
multi-input combinational: 472 / 48.5
inverter: 30 / 1.77
tightest hold or removal path: stages, from the launching register on:
cell	delay [ps]
dfxtp_1	310
nand2_1	50
nand2_1	40
power by group through the flow:
| stage | Combinational [mW] | Sequential, mW | Clock (mW) |
|---|---|---|---|
| CTS | 0.104 | 0.595 | 0.553 |
| global route | 0.114 | 0.595 | 0.577 |
| finish | 0.103 | 0.595 | 0.534 |
final timing paths:
| kind | startpoint | end | slack, ps | depth (start not counted) |
|---|---|---|---|---|
| setup / recovery | TRAIN[11] | countEP[6]$_SDFFE_PN0P_ | 2080 | 8 |
| hold / removal | FIN$_SDFFE_PN1P_ | FIN$_SDFFE_PN1P_ | 450 | 2 |
| setup reg to reg | countTR[9]$_SDFFE_PP0P_ | countEP[6]$_SDFFE_PN0P_ | 2950 | 7 |
| hold reg to reg | FIN$_SDFFE_PN1P_ | FIN$_SDFFE_PN1P_ | 450 | 2 |
metrics by stage:
step	power, mW	std cells	hold slack [ps]	utilization [%]	cell area (um^2)
detailed placement	0.712	884	443	36.6	6100
floorplan	0.652	607	400	-	5140
global route	1.29	900	491	38.3	6380
global placement	0.712	884	440	36.6	6100
finish	1.23	900	449	38.3	6380
CTS	1.25	900	454	38.3	6380
state kept, by name (all words and copies together), names as in the netlist:
name / flops
E_Epoch: 16
E_Min: 16
countEP: 16
countTR: 16
countVL: 16
FIN: 1
NT: 1
NV: 1
RST: 1
SW: 1
Power is estimated from default activity; no workload was simulated.
